File: config.mk
export PLATFORM = sky130hd
export DESIGN_NAME = my_tx
export DESIGN_NICKNAME = my_tx
export VERILOG_FILES = /design/flow/design.v
export SDC_FILE = /design/flow/constraint.sdc
export NUM_CORES = 4
export LEC_CHECK = 1
export CORE_AREA = 10 10 70 70
export DIE_AREA = 0 0 80 80
File: design.v
`timescale 1ns / 1ps
module my_tx(input clock, input tx_start, input [7:0] data_in, output tx, output tx_done, output p);
wire bclk;
wire s, w, ser;
wire reset = ~tx_start; 
wire [2:0] sevencheck;
shift_register regi(clock, reset, tx_start, data_in, w);
FSM_parity_bit parity(clock, reset, w, tx_done, p);
counter count(clock, reset, sevencheck); 
counter_switch swt(clock, sevencheck, s);
MUX muxiboi(s, w, p, ser);
DFF d0(ser, clock, tx);
endmodule
module DFF(input D, input clk, output reg Q);
always@(posedge clk)
begin
    Q<=D;
end
endmodule
module slow_clock(input clk, output reg timing_clk = 0);
    reg [3:0] x = 0;
    always@(posedge clk)
        begin
            if(x==8)
                begin
                timing_clk = ~timing_clk;
                x = 0;
                end
                x = x+1;
        end
endmodule
module counter_switch(input clk, input[2:0] x, output reg s = 0);
always@(posedge clk)
begin
if(x[0] == 1 && x[1] == 1 && x[2] == 1)
    s = 1;
else
s = 0;
end
endmodule
module counter(input clock, input reset, output reg [2:0] count = 0);
always@(posedge clock)
begin
if(count == 7 || reset)
count = 0;
else
count = count + 1;
end
endmodule
module MUX(input s, input w, input parity, output reg serial);
always@*
begin
    serial = w;
    if(s==1)
    serial = parity;
end
endmodule
module FSM_parity_bit(input clock, input reset, input serial, output reg done = 0, output reg p = 0);
localparam p0 = 1'b0, p1 = 1'b1;
reg [2:0] count = 0;
reg [2:0] sum = 0;
reg state_reg = p1;
reg state_next = p1;
reg done_next = 0;
always@(posedge clock)
begin
count = count+1;
sum = sum + serial;
if(reset || done)
begin
    count = 0;
    sum = 0;
    state_reg = p1;
    state_next = p1;
    done_next = 0;
    p = 0;
    done = 0;
end
else
begin
state_reg <= state_next;
done <= done_next;
end
end
always@*
begin
    case(state_reg)
    p0:
    begin
        if(sum%2==0)
        begin
        p <= 1;
        state_next <= p1;
        end
        if(count == 7)
        done_next <= 1;
    end
    p1:
    begin
        if(sum%2 == 1)
        begin
        p <= 0;
        state_next <= p0;
        end
        if(count == 7)
        done_next <= 1;
    end
    endcase
    end
endmodule
module shift_register(input clk, input Load, input start, input [7:0] para, output reg w = 0);
   reg [6:0] serial = 0; 
   reg [6:0] serial_reg = 0; 
   reg w_reg = 0;
   reg x = 0;
   always@(posedge clk)
    begin
    if(Load)
    begin
           w_reg <= para[0];  
           serial_reg[0] <= para[1];
           serial_reg[1] <= para[2];
           serial_reg[2] <= para[3];
           serial_reg[3] <= para[4];
           serial_reg[4] <= para[5];
           serial_reg[5] <= para[6];
           serial_reg[6] <= para[7]; 
           x = 0;
    end
    else if(start)
    begin
           w <= w_reg;
           serial[0] <= serial_reg[0];
           serial[1] <= serial_reg[1];
           serial[2] <= serial_reg[2];
           serial[3] <= serial_reg[3];
           serial[4] <= serial_reg[4];
           serial[5] <= serial_reg[5]; 
           serial[6] <= serial_reg[6];   
           w_reg <= serial_reg[0];  
           serial_reg[0] <= serial_reg[1];
           serial_reg[1] <= serial_reg[2];
           serial_reg[2] <= serial_reg[3];
           serial_reg[3] <= serial_reg[4];
           serial_reg[4] <= serial_reg[5];
           serial_reg[5] <= serial_reg[6]; 
           serial[6] <= 0;   
        end
     end
endmodule 
File: constraint.sdc
current_design my_tx

set clk_period 1.1
set clk_io_pct 0.2

create_clock -name clk0 -period $clk_period [get_ports {clock}]

set non_clock_inputs [all_inputs -no_clocks]
set_input_delay [expr $clk_period * $clk_io_pct] -clock clk0 $non_clock_inputs
set_output_delay [expr $clk_period * $clk_io_pct] -clock clk0 [all_outputs]
File: run.sh
#!/bin/bash
# OpenROAD 26Q1-2900-gdf79404cd8, Yosys 0.63+post, stock flow scripts
make -C /OpenROAD-flow-scripts/flow DESIGN_CONFIG=/design/flow/config.mk WORK_HOME=/design/flow/orfs finish
==> results.txt <==
status: finished clean
total of max-cap violations: 0
fin crit share: 95.7%
DR DRC count: 0
Final Util: 20.3%
clk sinks: 14
CTS Buffer Depth: 2
Ys Warns: 11
vias in the first global route: 268
setup bufs post-CTS: 0
endpoints failing setup: 0
syn avg cell area: 15.6 um^2
Crit Path Category: reg -> reg
Max Clock Freq: 950 MHz
hold depth: 1
GRT overflow: 0
synthesized instance count: 32
logic area: 175 um^2
Worst Setup Slack, final: 47.8 ps
Synth cell types: 12
arrival time worst endpoint: 1220 ps
first-pass GRT wire length: 1190 um
CTS buffer count: 3
R2R cell count: 3
Clock transition at path regs: 80 ps
placed cells: 87
Syn-to-layout area delta: 38.8%
clk root buf: clkbuf_4
Peak VDD IR: 0.692 mV
total chip power: 1040 uW
pin count of the biggest net entering global routing: 13
DR pass1 iterations: 2
share of layout cells above drive strength 1: 37.8%
die width: 80 um
OpenROAD warnings: 25
H-tree Lvls: 1
initial antenna violation count: 0
Routed WL: 720 um
starting DRC count in detailed routing: 2
WL/cell: 7.91 um
Post-Place Setup Slack: -232 ps
Die Y: 80 um
number of flip-flops in the largest register: 7
Routability Congestion: 0.698
worst-path fanout max: 2
crit path time final: 1050 ps
Leak: 0.000293 uW
Cell Pwr Density: 1500 mW/mm^2
unrepaired setup endpoints after global routing: no
CTS tree: built
Register Area: 302 um^2
Fin Clk Skew: 4.48 ps
Post-synth regs: 14
CP required: 1270 ps
Die Size: 0.00640 mm^2
mapped cell area: 499 um^2
yosys cell count: 32
Core Rows: 21
Synth Seq Share: 60.2%
yosys stat area: 499 um^2
ANT cells: 0
Final Slew Violations: 0
startpoint class of the critical path: flip-flop
IO Count: 13
Late-Pin Clk Latency: 270 ps
# fillers: 385
antenna viol nets, final: 0
Hold Crit Class: reg -> reg
gr usage total: 2.34%
core area: 0.00342 mm^2
final tally of hold violations: 0
routed via count: 255
non-filler instance count after layout: 91
initial core utilization: 14.6%
Setup crit end kind: flip-flop
hold_buf cts: 0
I/O Buffers: 10
routed vias/inst: 2.80
-- per-layer routing --
| layer | global-route usage (%) | vias up | share of wire, % |
|---|---|---|---|
| li1 | - | 131 | - |
| met1 | 2.81 | 111 | 46 |
| met2 | 3.13 | 11 | 41 |
| met3 | 1.93 | 2 | 11 |
| met4 | 0.528 | 0 | 1.9 |
| met5 | 0 | - | 0 |
-- power breakdown --
part	leakage, uW	internal, uW	total, uW	switching, uW
Sequential	0.000120	565	577	12.5
Combinational	0.000152	84.1	110	25.7
Clock	0.0000210	201	351	150
-- synth_stat cells, drive strengths merged --
master  instances  area share, %
edfxtp          2             12
and3b           2            4.0
conb            1           0.75
inv             1           0.75
nor2b           1            1.3
buf             3            5.3
mux2            7             20
nor3b           1            2.5
dfxtp          12             48
ha              2            5.0
-- cell usage in the layout (no fill, tap or decap) --
master,instances
buf_12,1
edfxtp_1,2
nor2b_1,1
ha_2,1
dlygate4sd2_1,1
clkbuf_4,3
dfxtp_2,1
mux2_4,6
conb_1,2
clkbuf_8,1
dfxtp_1,11
ha_1,1
clkdlybuf4s50_1,9
and3b_2,2
mux2_2,1
nor3b_2,1
inv_1,1
-- timing repair --
action / 4_1_cts / 5_1_grt
resized: 3 / 0
endpoints found under the setup margin: 2 / 1
pin swaps: 0 / 1
hold endpoints to repair: 0 / 0
-- final timing paths --
check | slack, ps | endpoint | from
setup / recovery | 50 | count.count[2] | count.count[0]
hold / removal | 390 | d0.Q | swt.s
setup reg to reg | 50 | count.count[2] | count.count[0]
hold reg to reg | 390 | d0.Q | swt.s
-- worst max-delay path, stage by stage, from the launching register on --
cell	delay [ps]
dfxtp_2	330
ha_2	170
ha_1	260
and3b_2	190
-- metrics by stage --
stage          instance area, um^2  hold WS, ps  TNS (ps)
2_1_floorplan                  503          319         0
3_3_place_gp                   654          373     -1570
4_1_cts                        693          386         0
3_5_place_dp                   654          375     -1750
6_report                       693          385         0
5_1_grt                        693          390         0
-- final cells by class --
type | instances | share of cell area [%]
Clock buffer | 4 | 5.23
Inverter | 1 | 0.542
Multi-Input combinational cell | 15 | 25.3
Sequential cell | 14 | 43.5
Tap cell | 46 | 8.30
Timing Repair Buffer | 11 | 17.1
-- cells by family after synthesis --
logic type | share of synthesized area [%]
buf+inv | 6.01
flops | 60.2
simple gates | 7.77
mux | 20.3
fa+ha+maj | 5.01
other cells | 0.751
Power figures rest on the tool's default switching activity, not on a simulated workload.
